[flow/constraint.sdc]
current_design data_mem

set clk_period 47.6
set clk_io_pct 0.2

create_clock -name clk0 -period $clk_period [get_ports {clk}]

set non_clock_inputs [all_inputs -no_clocks]
set_input_delay [expr $clk_period * $clk_io_pct] -clock clk0 $non_clock_inputs
set_output_delay [expr $clk_period * $clk_io_pct] -clock clk0 [all_outputs]
[flow/design.v]
`timescale 1ns / 1ps
module data_mem(
	input clk,
	input we,
	input  [8:0] addr,
	input  [15:0] data_in,
	output [15:0] data_out
    );
	reg    [15:0] ram [0:2**9-1]; 
	always @(posedge clk) begin   
		if (we)   
			ram[addr] <= data_in;   
	end   
	assign data_out = ram[addr];
endmodule
[flow/config.mk]
export PLATFORM = sky130hd
export DESIGN_NAME = data_mem
export DESIGN_NICKNAME = data_mem
export VERILOG_FILES = /design/flow/design.v
export SDC_FILE = /design/flow/constraint.sdc
export NUM_CORES = 4
export LEC_CHECK = 1
export CORE_UTILIZATION = 50
export SYNTH_MEMORY_MAX_BITS = 65536
[flow/run.sh]
#!/bin/bash
# OpenROAD 26Q1-2900-gdf79404cd8, Yosys 0.63+post, stock flow scripts
make -C /OpenROAD-flow-scripts/flow DESIGN_CONFIG=/design/flow/config.mk WORK_HOME=/design/flow/orfs finish
==> changes_impl.md <==
### Physical design

* Vias after detailed routing at 157000
* Final non-filler cell area at 356000 um2
* Async set-reset flop share out of synthesis at 0%
* WP data arrival at 18.55 ns
* Average size of a mapped cell at 21.2 um2
* Master cell of the clock root buffer: sky130_fd_sc_hd__clkbuf_16
* Summed standard-cell area reported by yosys at 314000 um2
* Post-CTS Setup Repair Bufs at 0
* CTS tree: yes
* TritonRoute pass-1 iters at 5
* Final hold violation count at 0
* CORE AREA at 624000 um2
* Yosys synthesis warning count at 1
* Result of the run: complete, but fails checks
* Register with the most flip-flops: ram
* Endpoint type of the worst setup path: output port
* Largest net degree at the start of global routing at 129
* Max-Slew Margin vs Limit at -3.38%
* Worst hold stages at 1
* Vias per inst at 6.25
* Full die area at 631000 um2
* Total power per unit cell area at 41.5 nW/um2
* Number of buffers inserted for hold repair after clock tree synthesis at 0
* Initial standard-cell utilization of the core at 50.3%
* Number of cell instances after yosys synthesis at 14800
* Vias in the first global route at 169000
* Residual DRC count at 0
* RSZ-0062 raised after global routing: false
* Initial antenna violation count at 86
* Layout area overhead at 13.4%
* Cells after synthesis at 14800
* Maximum resistive drop on vdd at 0.0000412 V
* Number of DRC markers after the initial detailed-route iteration at 11100
* Core utilization of the finished layout at 57.0%
* Half-perimeter wire length of the detailed placement result at 583000 um
* Width of the die at 794 um
* Sequential share of power at 53.8%
* Crit path time final at 28.07 ns
* Average wire per standard cell at 37.1 um
* Internal power component at 11600 uW
* Maximum operating frequency at 0.0356 GHz
* Net switching power figure at 3180 uW
* Final Slew Violations at 13
* Clock power share at 41.6%
* Critical Path Start: addr[1]
* Resized Gates After CTS at 0
* Final Wtd Congestion at 0.955
* Final Hold Slack at 8.81 ns
* # IOs at 43
* Leakage dissipation at 0.114 uW
* Placed instance area at 330000 um2
* Max-capacitance violation count at 1
* Placement-stage worst setup slack at 19.57 ns
* Post-synthesis instance area at 314000 um2
* DRT antenna net count at 0
* Dominant synthesized flop cell: sky130_fd_sc_hd__edfxtp_1
* Smallest setup slack after layout at 19.53 ns
* Critical path startpoint category: input pin
* Measured slew at the worst slew-check pin at 1.55 ns
* Final count of negative-setup-slack endpoints at 0
* Portion of the post-synthesis area used by sequential elements at 78.4%
* Registers with the most flip-flops: ram (8192)
* Number of flip-flops and latches in the synthesized netlist at 8192
* Share of the cycle needed by the critical path after routing at 59.0%
* Die span in y at 794 um
* Overflow after GRT at 0
* Total negative slack at 0 ns
* Max FO, Critical Path at 91
* IO buf count at 42
* Aggregate routed wire length at 931000 um
* Worst setup endpoint: data_out[2]
* Post-synth EDFFs at 8192
* Htree depth at 6
* Required time of the worst setup path at 38.08 ns
* Number of flip-flops in the largest register at 8192
* WS Path Type: in -> out
* Class of the tightest hold or removal check: in -> reg
* Global-route wire length before repair at 1300000 um
* Number of buffers added by the clock tree synthesis step at 810
* Floorplan row count at 290
* Number of different library cells in the post-synthesis netlist at 70
* Total routing resource utilization after global routing at 33.5%
* Layout cell share with drive strength beyond 1 at 23.5%
* CTS sink cnt at 8192
* Clock Pin Slew Worst Setup and Hold Paths at 0.06 ns
* Fill cell total of the finished layout at 44900
* Switch share at 21.5%
* Combinational power share at 4.6%
* Violations in the final reports: capacitance limit, slew limit
* Tally of OpenROAD warnings at 38
* Max Root-Sink Buffers at 4
==> worst max-delay path, cell delays in order <==
cell and delay, ns:
sky130_fd_sc_hd__buf_16 0.32, sky130_fd_sc_hd__buf_12 0.50, sky130_fd_sc_hd__buf_4 0.63, sky130_fd_sc_hd__buf_4 0.57, sky130_fd_sc_hd__buf_4 0.54, sky130_fd_sc_hd__buf_4 0.52
sky130_fd_sc_hd__buf_4 0.57, sky130_fd_sc_hd__buf_4 0.60, sky130_fd_sc_hd__buf_4 0.72, sky130_fd_sc_hd__buf_4 0.53, sky130_fd_sc_hd__mux2i_1 0.26, sky130_fd_sc_hd__o22ai_1 0.12
sky130_fd_sc_hd__or4_1 0.62, sky130_fd_sc_hd__a21oi_1 0.15, sky130_fd_sc_hd__a31oi_1 0.10, sky130_fd_sc_hd__nor4_1 0.92, sky130_fd_sc_hd__buf_4 0.25, sky130_fd_sc_hd__nand4_1 0.26
sky130_fd_sc_hd__clkdlybuf4s50_1 0.51
==> layer usage <==
| metal | global-route usage, % | routed length, um |
|---|---|---|
| met1 | 40.7 | 272000 |
| met2 | 43.8 | 407000 |
| met3 | 31.1 | 204000 |
| met4 | 11.6 | 44700 |
| met5 | 4.98 | 4290 |
==> metrics by stage <==
stage          cells  power, uW
2_1_floorplan  14800       8420
3_3_place_gp   23500       8770
3_5_place_dp   23500       8780
4_1_cts        25000      14800
5_1_grt        25100      15100
6_report       25100      14800
==> cell families after synthesis <==
family	share of synthesized area (%)
DFF	78.4
muxes	14.4
AOI/OAI and AO/OA	3.56
and+or+nand+nor	2.09
buffers and inverters	1.58
==> power groups by stage <==
stage | combinational, uW | clock (uW) | sequential (uW)
CTS | 683 | 6220 | 7950
global route | 723 | 6480 | 7940
finish | 686 | 6140 | 7950
==> layout make-up <==
class                   instances  area [um2]  area share, %
diodes                        110         275         0.0773
clock buffers                 992       21200           5.95
clock inverters               477        4140           1.16
inverters                       5        26.3        0.00738
multi-input cells            5740       63900           18.0
flip-flops and latches       8192      246000           69.1
well taps                    8322       10400           2.93
repair buffers               1259        9940           2.79
==> cells in the mapped netlist, drive strengths merged, types with 14 or more instances <==
| library cell | n | share of area (%) |
|---|---|---|
| edfxtp | 8192 | 78 |
| mux4 | 1404 | 10 |
| mux2i | 1346 | 4.3 |
| nor2 | 586 | 0.70 |
| buf | 570 | 1.2 |
| o22ai | 398 | 0.79 |
| a22oi | 358 | 0.86 |
| clkbuf | 314 | 0.38 |
| nand2 | 244 | 0.29 |
| a221oi | 209 | 0.58 |
| a21oi | 196 | 0.31 |
| a31oi | 127 | 0.25 |
| o21ai | 115 | 0.18 |
| nand3 | 109 | 0.17 |
| or4 | 88 | 0.21 |
| a22o | 72 | 0.20 |
| nand4 | 60 | 0.12 |
| nor4 | 54 | 0.11 |
| nor3 | 48 | 0.077 |
| and3 | 44 | 0.088 |
| and4 | 36 | 0.10 |
| a32oi | 26 | 0.073 |
| nor2b | 24 | 0.048 |
| o211ai | 21 | 0.050 |
| a2111oi | 18 | 0.050 |
| a211oi | 18 | 0.043 |
| mux2 | 14 | 0.050 |
==> layout by cell type (no fill, tap or decap), types with 53 or more instances in the layout <==
| master | count |
|---|---|
| sky130_fd_sc_hd__nor2_2 | 65 |
| sky130_fd_sc_hd__buf_4 | 1192 |
| sky130_fd_sc_hd__o22ai_1 | 398 |
| sky130_fd_sc_hd__diode_2 | 110 |
| sky130_fd_sc_hd__a31oi_1 | 116 |
| sky130_fd_sc_hd__a22o_1 | 72 |
| sky130_fd_sc_hd__clkbuf_16 | 820 |
| sky130_fd_sc_hd__nand3_1 | 93 |
| sky130_fd_sc_hd__a22oi_1 | 358 |
| sky130_fd_sc_hd__or4_1 | 88 |
| sky130_fd_sc_hd__nand4_1 | 60 |
| sky130_fd_sc_hd__a21oi_1 | 195 |
| sky130_fd_sc_hd__o21ai_0 | 109 |
| sky130_fd_sc_hd__bufinv_16 | 53 |
| sky130_fd_sc_hd__a221oi_1 | 209 |
| sky130_fd_sc_hd__nor2_1 | 509 |
| sky130_fd_sc_hd__clkinv_1 | 223 |
| sky130_fd_sc_hd__edfxtp_1 | 8192 |
| sky130_fd_sc_hd__mux2i_1 | 1346 |
| sky130_fd_sc_hd__nand2_1 | 242 |
| sky130_fd_sc_hd__mux4_2 | 1404 |
| sky130_fd_sc_hd__clkinv_2 | 136 |
| sky130_fd_sc_hd__clkbuf_1 | 172 |
==> how the worst min path moves through the flow <==
| stage | start | endpoint | slack, ns |
|---|---|---|---|
| final | data_in[15] | ram[377][15]$_DFFE_PP_ | 8.81 |
| after global routing | data_in[15] | ram[377][15]$_DFFE_PP_ | 8.82 |
| after CTS | data_in[15] | ram[496][15]$_DFFE_PP_ | 8.76 |
Power is estimated from default activity; no workload was simulated.
